==> design.v <==
module demultiplexer(q, in, select);
	input in;
	input [4:0] select;
	output [31:0] q;
	wire in;
	wire [4:0] select;
	wire [31:0] q;
	assign q = in << select;
endmodule
==> run.sh <==
#!/bin/bash
# OpenROAD 26Q1-2900-gdf79404cd8, Yosys 0.63+post, stock flow scripts
make -C /OpenROAD-flow-scripts/flow DESIGN_CONFIG=/design/flow/config.mk WORK_HOME=/design/flow/orfs finish
==> config.mk <==
export PLATFORM = sky130hd
export DESIGN_NAME = demultiplexer
export DESIGN_NICKNAME = demultiplexer
export VERILOG_FILES = /design/flow/design.v
export SDC_FILE = /design/flow/constraint.sdc
export NUM_CORES = 4
export LEC_CHECK = 1
export CORE_AREA = 10 10 70 70
export DIE_AREA = 0 0 80 80
==> constraint.sdc <==
current_design demultiplexer

set clk_period 2.2
set clk_io_pct 0.2

create_clock -name clk0 -period $clk_period

set non_clock_inputs [all_inputs -no_clocks]
set_input_delay [expr $clk_period * $clk_io_pct] -clock clk0 $non_clock_inputs
set_output_delay [expr $clk_period * $clk_io_pct] -clock clk0 [all_outputs]
==> out/highlights.md <==
Run status
* **outcome** completed

Route
* **DRC viols** 0
* **number of search-and-repair iterations in the first detailed-routing pass** 2
* **diode insertion count for antenna repair** 0
* **wire per inst** 12.4 um
* **initial drt markers** 19
* **number of vias per cell after detailed routing** 3.51
* **total number of vias** 467
* **final routed wirelength across all metal layers** 1660 um
* **ANT nets after route** 0

Job
* **Max-Cap Viols** 0
* **OpenROAD warnings** 33

Global routing
* **leftover overflow at the end of global routing** 0
* **vias in the first global route** 433
* **first-pass GRT wire length** 2420 um
* **total global-route track usage** 4.59%
* **grt met3 use** 2.73%
* **largest net degree at the start of global routing** 9
* **antenna violations before repair** 0
* **routing layer with the top usage in global route** met2
* **routing usage on met2** 7.95%
* **global routing usage on met1** 5.01%

STA
* **final setup violation count** 0
* **minimum clock period after layout** 2.15 ns
* **crit path setup slack, layout** 0.0549 ns
* **actual slew at the worst max-slew pin** 0.349 ns
* **max_slew headroom** 76.7%
* **post-route fraction of the period consumed by the critical path** 97.5%
* **Final Hold Violating Endpoints** 0
* **tightest hold margin** 1.52 ns
* **unrepaired setup endpoints after global routing** yes
* **peak clock frequency supported by timing** 0.466 GHz
* **Pins Over Slew Limit** 0

Die
* **die width** 80 um
* **number of ports placed on the die boundary** 38
* **Chip Footprint** 0.00640 mm^2
* **initial cell density of the core** 6.85%
* **die height** 80 um
* **number of rows created at floorplan** 21
* **standard cell core area** 0.00342 mm^2

Place
* **GPL Wtd Cong** 0.754
* **post-DP HPWL** 1340 um
* **post-placement setup slack** -0.264 ns
* **count of buffers inserted at the top-level ports** 38

Logic synthesis
* **distinct lib cells** 9
* **sequential cell area fraction in the yosys report** 0%
* **post-synth top area cell** nor2_1
* **mapped cell area** 234 um^2
* **count of instantiated cells in the yosys netlist** 47
* **Cell area leaders** nor2_1 (51%), nand4bb_1 (14%), nand4b_1 (11%), or4b_4 (5.9%), nand2b_1 (5.3%)
* **fraction of post-synthesis cell area in the top cell type by area** 51.3%
* **YS chip area** 234 um^2
* **number of standard cells after synthesis** 47
* **Syn. warnings** 0
* **Syn Area/Cell** 4.98 um^2

Final layout
* **growth of design area from synthesis to finish** 229%
* **# fillers** 378
* **flop count** 0
* **Final Core Density** 22.5%
* **clock tree buffer count of the final layout** 0
* **total area of sequential cells** 0 um^2
* **share of post-route cells with drive strength above 1** 14.9%

Hold path
* **classification of the worst-slack hold path** input pin to output port

Critical path
* **required time worst endpoint** 1.76 ns
* **signal arrival time at the worst endpoint** 1.71 ns
* **critical path endpoint category** output port
* **CP Class** input pin to output port
* **critical path peak fanout** 7
* **critical path startpoint category** input pin
* **Setup crit end** q[7]
* **critical path startpoint** select[3]

Pwr
* **leakage power total** 0.337 nW
* **total power per unit cell area** 85.7 mW/mm^2
* **largest vdd supply drop** 0.0000211 V

Clock network
* **total of hold buffers inserted after clock tree synthesis** 0

[power by group]
| group | total [mW] | internal (mW) | switching, mW |
|---|---|---|---|
| clock | 0 | 0 | 0 |
| combinational | 0.0660 | 0.0349 | 0.0311 |
| sequential | 0 | 0 | 0 |
[what timing repair did]
action	CTS	global route
endpoints found under the setup margin	32	12
gates resized	17	8
setup buffers	1	0
pin swaps	8	4
[kinds of logic after synthesis]
family,Yosys count,synth area share [%]
and+or+nand+nor,44,95.2
buffers and inverters,3,4.81
[synth_stat cells, drive strengths merged]
library cell  number
clkbuf             3
nand2              1
nand2b             2
nand4              1
nand4b             3
nand4bb            3
nor2              32
or2                1
or4b               1
[layout make-up]
type	count	area, um^2	share of cell area [%]
well taps	46	57.6	7.48
repair buffers	43	430	55.9
multi-input cells	44	282	36.6
[cell usage in the layout (no fill, tap or decap)]
cell type / synthesis / routed
dlymetal6s2s_1: 0 / 4
nor2_2: 0 / 2
nand4bb_4: 0 / 3
nand2b_2: 0 / 1
nand4_1: 1 / 1
or2_4: 0 / 1
or4b_4: 1 / 1
nand4b_1: 3 / 3
nor2_1: 32 / 30
nand2b_1: 2 / 1
buf_4: 0 / 1
dlygate4sd2_1: 0 / 10
nand2_1: 1 / 1
buf_6: 0 / 4
clkdlybuf4s50_1: 0 / 24
[how the worst min path moves through the flow]
stage | start | end | slack, ns | cells after the start
6_report | select[1] | q[0] | 1.52 | 4
5_1_grt | select[4] | q[1] | 1.55 | 4
4_1_cts | select[1] | q[0] | 1.53 | 4
[layer usage]
layer  share of wire (%)  up-vias
li1                    -      236
met1                  37      209
met2                  46       22
met3                  17        0
met4                   0        0
met5                   0        -
[stage by stage]
step	cells	instance area, um^2	setup TNS [ns]	power, mW
global route	133	769	-0.0340	0.0713
global placement	132	691	-4.52	0.0564
detailed placement	132	691	-5.00	0.0573
floorplan	47	234	0	0.0183
finish	133	769	0	0.0660
CTS	133	722	0	0.0605
[critical path, cell delays in order]
cell and delay [ns]:
dlygate4sd2_1 0.25, buf_6 0.14, nand4bb_4 0.25, nor2_1 0.13
clkdlybuf4s50_1 0.50
Power is estimated from default activity; no workload was simulated.
