$ cat run.sh
#!/bin/bash
# OpenROAD 26Q1-2900-gdf79404cd8, Yosys 0.63+post, stock flow scripts
make -C /OpenROAD-flow-scripts/flow DESIGN_CONFIG=/design/flow/config.mk WORK_HOME=/design/flow/orfs finish
$ cat config.mk
export PLATFORM = sky130hd
export DESIGN_NAME = shift_paralel
export DESIGN_NICKNAME = shift_paralel
export VERILOG_FILES = /design/flow/design.v
export SDC_FILE = /design/flow/constraint.sdc
export NUM_CORES = 4
export LEC_CHECK = 1
export CORE_AREA = 10 10 70 70
export DIE_AREA = 0 0 80 80
$ cat constraint.sdc
current_design shift_paralel

set clk_period 1.4
set clk_io_pct 0.2

create_clock -name clk0 -period $clk_period [get_ports {clk}]

set non_clock_inputs [all_inputs -no_clocks]
set_input_delay [expr $clk_period * $clk_io_pct] -clock clk0 $non_clock_inputs
set_output_delay [expr $clk_period * $clk_io_pct] -clock clk0 [all_outputs]
$ cat design.v
module shift (clk, serial, cpy, paralel);
	input  clk, cpy, serial;
	output [7:0] paralel;
	wire clk, cpy, serial;
	reg [7:0] paralel;
	reg [7:0] tmp; 
	always @(posedge clk) 
	begin
		tmp = {tmp[6:0], SI}; 
	end
	always @(posedge cpy)
	begin
		paralel = tmp;
	end
endmodule 
module shift_paralel (din, clk, load, dout);
	input [7:0] din;
	input clk, load;
	output dout;
	wire clk, load;
	reg dout;
	reg [7:0]temp;
	always @ (posedge clk)
	begin
		if (load) temp <= din;
		else begin
			dout <= temp[7];
			temp <= {temp[6:0],1'b0};
		end
	end
endmodule
==> flow_summary_export.csv <==
group,metric,value,unit
status,status,"completed",
global_routing,antenna_found_initial,0,
clock_tree,clockBufferDepth,2,
route,ant_nets,0,
synth,syn_area,317.8,um2
worst_setup_path,critPathLaunchType,"flop",
route,antenna_cells,0,
clock_tree,cts_buffers,3,
timing,maxSlewViolCount,0,
final_layout,fillCellCount,384,
global_routing,grt_max_degree,8,
worst_setup_path,required,1120,ps
pwr,finalPower,564.6,uW
worst_setup_path,crit_arrival,1030,ps
synth,yosysWarnings,1,
worst_setup_path,critical_path_class,"reg -> out",
synth,yosys-top-cells-area,"dfxtp_1 (50%), mux2_4 (33%), edfxtp_1 (9.4%)",
synth,ys_types,6,
floorplan,fp_util,0.09304,
floorplan,rows,21,
worst_setup_path,critPathBufInv,1,
timing,rsz0062_at_grt,"no",
route,dr.pass1.iters,1,
synth,syn_avg_cell_area,16.73,um2
synth,ys_seq_frac,0.5984,
global_routing,grt.total_usage,0.02162,
hold_path,hp-start,"temp[7]$_DFF_P_",
job,cap_violations,0,
worst_setup_path,path_max_fanout,1,
worst_setup_path,cp-end-kind,"output port",
timing,skew,5.656,ps
worst_setup_path,crit_path_top_delay_cell,"clkdlybuf4s50_1",
global_routing,grt_pass1_wl,1.028,mm
timing,min_period,1306,ps
route,wl_per_cell,7.225,um
route,drt_iter0_markers,0,
pwr,ir_worst_vdd,357.6,uV
floorplan,core_area,3416,um2
final_layout,drive_gt1_frac,0.3824,
clock_tree,htree_levels,1,
timing,worstMarginPinSlew,136.2,ps
place,place_ws,33.29,ps
route,drc_errors,0,
synth,synthCells,19,
worst_setup_path,crit_family,"buffers and inverters",
synth,largest_area_cell,"dfxtp_1",
final_layout,regArea,190.2,um2
timing,maxSlewHeadroom,0.9089,
clock_tree,hold_buffers,0,
global_routing,gr-total-overflow,0,
clock_tree,cts-root-buf,"clkbuf_4",
clock_tree,clkTransAtPathRegs,50,ps
synth,yosys_cells,19,
clock_tree,tritoncts,"yes",
place,io_buffers,10,
pwr,p_leak,0.2116,nW
place,gp_congestion,0.7055,
route,wirelength,578,um
timing,finalSetupViolCount,0,
worst_setup_path,cp-startpoint,"dout$_DFFE_PN_",
final_layout,area_delta_synth_final,62.99,%
global_routing,grt_pass1_vias,207,
synth,synth_chip_area,317.8,um2
worst_setup_path,reg2reg_from,"temp[6]$_DFF_P_",
worst_setup_path,slowest_delay,460,ps
worst_setup_path,crit_chain,"clkdlybuf4s50_1",
route,num_vias,189,
timing,setup_tns,0,ps
clock_tree,cts.sinks,9,
clock_tree,clkLatencyLatePin,260,ps
final_layout,comb_area,112.6,um2
floorplan,die_h,80,um
job,log.warning_count,25,
timing,hold_viol_final,0,
synth,top_cell_area_share,0.5039,
synth,numSynthFlops,9,
timing,fin_ws,93.69,ps
timing,fin_crit_sh,0.9331,
hold_path,worstHoldPathType,"reg -> reg",
route,avgViaCountPerCell,2.363,
clock_tree,postCtsResizedCells,0,
floorplan,die_w,80,um
floorplan,io_pins,11,
timing,max_freq,765.5,MHz
pwr,p_per_area,1090,nW/um2
clock_tree,postCtsSetupBuffers,0,
floorplan,dieArea,6400,um2
[cells in the mapped netlist]
master / number
mux2_4: 7
edfxtp_1: 1
buf_6: 1
dfxtp_1: 8
inv_1: 1
and2_2: 1
[report_power, final]
group          leakage (nW)  switching, mW  internal [mW]  total [mW]
logic                 0.119         0.0162         0.0617      0.0779
registers            0.0772        0.00541          0.285       0.291
clock network        0.0150         0.0864          0.110       0.196
[stage by stage]
| step | instances | hold slack, ps | util | instance area [um2] |
|---|---|---|---|---|
| 6_report | 80 | 403.8 | 0.1516 | 518.0 |
| 5_1_grt | 80 | 413.2 | 0.1516 | 518.0 |
| 4_1_cts | 80 | 407.1 | 0.1516 | 518.0 |
| 3_5_place_dp | 76 | 393.7 | 0.1440 | 491.7 |
| 3_3_place_gp | 76 | 389.0 | 0.1440 | 491.7 |
| 2_1_floorplan | 19 | 385.5 | - | 317.8 |
[layout by cell type, fill, tap and decap left out, drive strengths merged]
cell	netlist	layout
clkbuf	0	4
and2	1	1
dfxtp	8	8
edfxtp	1	1
clkdlybuf4s50	0	10
mux2	7	7
inv	1	1
buf	1	2
[final timing paths]
kind | to | slack, ps | depth (start not counted)
worst max register to register | temp[7]$_DFF_P_ | 730 | 1
worst min register to register | dout$_DFFE_PN_ | 400 | 0
worst min-delay path | dout$_DFFE_PN_ | 400 | 0
worst max-delay path | dout | 90 | 1
[metal layers]
| metal | wire, um | up-vias | global-route usage |
|---|---|---|---|
| li1 | - | 93 | - |
| met1 | 286 | 82 | 0.02757 |
| met2 | 185 | 14 | 0.02408 |
| met3 | 106 | 0 | 0.02273 |
| met4 | 0 | 0 | 0.003521 |
| met5 | 0 | - | 0 |
[area by class of cell]
| cell class | count | share of cell area |
|---|---|---|
| clock buffer | 4 | 0.05072 |
| inverter | 1 | 0.007246 |
| multi-input combinational | 8 | 0.2174 |
| sequential | 9 | 0.3671 |
| tap | 46 | 0.1111 |
| timing repair buffer | 12 | 0.2464 |
[registers in the layout, indices dropped and copies added (netlist names)]
signal	flops
temp	8
dout	1
[kinds of logic after synthesis]
logic type | after synthesis | share of synthesized area
buf+inv | 2 | 0.04723
flops | 9 | 0.5984
mux | 7 | 0.3307
simple gates | 1 | 0.02363
Power and IR drop assume default switching activity.
