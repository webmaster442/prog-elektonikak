--- config.mk ---
export PLATFORM = sky130hd
export DESIGN_NAME = multiplexer
export DESIGN_NICKNAME = multiplexer
export VERILOG_FILES = /design/flow/design.v
export SDC_FILE = /design/flow/constraint.sdc
export NUM_CORES = 4
export LEC_CHECK = 1
export CORE_AREA = 10 10 70 70
export DIE_AREA = 0 0 80 80
--- constraint.sdc ---
current_design multiplexer

set clk_period 7.6
set clk_io_pct 0.2

create_clock -name clk0 -period $clk_period

set non_clock_inputs [all_inputs -no_clocks]
set_input_delay [expr $clk_period * $clk_io_pct] -clock clk0 $non_clock_inputs
set_output_delay [expr $clk_period * $clk_io_pct] -clock clk0 [all_outputs]
--- design.v ---
module multiplexer(q, data, select);
	output q;
	input [31:0] data;
	input [5:0] select;
	wire q;
	wire [31:0] data;
	wire [5:0] select;
	assign q =
		(select == 5'h00) ? data[0] :
		(select == 5'h01) ? data[1] :
		(select == 5'h02) ? data[2] :
		(select == 5'h03) ? data[3] :
		(select == 5'h04) ? data[4] :
		(select == 5'h05) ? data[5] :
		(select == 5'h06) ? data[6] :
		(select == 5'h07) ? data[7] :
		(select == 5'h08) ? data[8] :
		(select == 5'h09) ? data[9] :
		(select == 5'h0A) ? data[10] :
		(select == 5'h0B) ? data[11] :
		(select == 5'h0C) ? data[12] :
		(select == 5'h0D) ? data[13] :
		(select == 5'h0E) ? data[14] :
		(select == 5'h0F) ? data[15] :
		(select == 5'h10) ? data[16] :
		(select == 5'h11) ? data[17] :
		(select == 5'h12) ? data[18] :
		(select == 5'h13) ? data[19] :
		(select == 5'h14) ? data[20] :
		(select == 5'h15) ? data[21] :
		(select == 5'h16) ? data[22] :
		(select == 5'h17) ? data[23] :
		(select == 5'h18) ? data[24] :
		(select == 5'h19) ? data[25] :
		(select == 5'h1A) ? data[26] :
		(select == 5'h1B) ? data[27] :
		(select == 5'h1C) ? data[28] :
		(select == 5'h1D) ? data[29] :
		(select == 5'h1E) ? data[30] :
		(select == 5'h1F) ? data[31] : 1'bx;
endmodule
--- run.sh ---
#!/bin/bash
# OpenROAD 26Q1-2900-gdf79404cd8, Yosys 0.63+post, stock flow scripts
make -C /OpenROAD-flow-scripts/flow DESIGN_CONFIG=/design/flow/config.mk WORK_HOME=/design/flow/orfs finish
==> notes.md <==
Implementation numbers.

- The analysis reports a worst IR drop on VDD of 0.0000183 V.
- The script logs the ratio of routed vias to standard cells as 4.89.
- The worst path in the final design needs a cycle of 5.71 ns, including I/O delays and setup.
- The number of hold buffers added after CTS was 0.
- The flow ran to the end, and the final reports show no timing, DRC or antenna violations.
- The total global routing track utilization is 7.60%.
- Along the worst hold path, the cell count comes to 6.
- For the worst min-delay path, the startpoint reported by OpenROAD is data[2].
- The kind of critical path is in2out.
- After layout, the worst path uses 75.1% of the clock period.
- Setup repair after global routing left no endpoint under its margin.
- The post-cts resize count is 0.
- The worst path required time is 6.08 ns.
- By instance count after routing, the leading logic cell type is sky130_fd_sc_hd__clkdlybuf4s50_1.
- The post-detailed-routing wire length is 2520 um.
- The sequential share of the synthesized area is 0%.
- Of the total synthesized cell area, the portion taken by XOR and XNOR cells is 0%.
- TritonRoute output was used to compute an average wire per cell of around 15 um.
- In the final layout, the share of cells above drive strength 1 is between 3 and 4%.
- The average instance area after synthesis is roughly 6.5 um2.
- The analysis attributes to cell leakage a power of around 0.32 nW.
- After synthesis the cells add up to 579 um2.
- The largest net degree at the start of global routing is 22.
- Counting every instance in the synthesized netlist gives 89.
- The detailed router finished its first iteration with 58 violations.
- The initial antenna violation count is 0.
- The number of vias in the routed layout is approximately 800.
- Summing the areas of all compound-gate instances in the mapped netlist gives 38.0% of the synthesized area.
- Per the synthesis report, the number of distinct cell types is 33.
- From left edge to right edge, the die measures 80 um.
- The clock buffer count in the final layout is 0.
- The layout filler cell count is roughly 400.
- Per the summary, power density relative to cell area is 49.7 nW/um2.
- Yosys shows that the main logic family after synthesis is simple AND/OR/NAND/NOR gates.
- On the critical path the data arrives at 4.19 ns.
- The number of cells reported by Yosys stat comes to 89.
- Summing over the stages, the warning tally comes to 32.
- The peak clock frequency supported by timing is 175 MHz.
- The sequential standard cell area is 0 um2.
- TritonRoute reported its final design rule violation total as 0.
- The number of setup violations in the final report is 0.
- The number of sequential cells reported for the layout is 0.
- The final estimated routing congestion in global placement is 0.879.
- Ranked by total cell area, the synthesized netlist is headed by sky130_fd_sc_hd__mux2i_1 (6.9%), sky130_fd_sc_hd__mux2_2 (5.8%), sky130_fd_sc_hd__nand2b_1 (5.4%).
- The floorplan utilization is 17.0%.
- The initialized floorplan defines 21 standard-cell rows.
- The boundary pin count is 39.
- The count of input and output buffers is 39.
- The transition time at the pin with the least slew margin is 0.812 ns.
- The library cells used most frequently in the layout, excluding fill and tap cells, are sky130_fd_sc_hd__clkdlybuf4s50_1 (39), sky130_fd_sc_hd__nor2_1 (7), sky130_fd_sc_hd__o21ai_0 (6), sky130_fd_sc_hd__a21oi_1 (6), sky130_fd_sc_hd__nand2_1 (6).
- The number of warnings printed during yosys synthesis is 0.
- STA lists the maximum fanout along the critical path as 21.
- The biggest area contributor in the post-synthesis netlist is sky130_fd_sc_hd__mux2i_1.
- The number of antenna diodes in the final layout is 0.
- The kind of path behind the tightest hold check is in2out.
- The post-route utilization of the core is recorded as 28.7%.
- For reference, simple AND, OR, NAND and NOR cells occupy 39.3% of the area reported after synthesis.
- The first global-routing pass estimated 4020 um of wire.
- The placeable core region is around 3400 um2.
- The pre-antenna-repair detailed-routing pass consisted of 4 iterations.
- The met1 capacity usage during global routing is 11.3%.
- The reported max-cap violation count is 0.
- The relative area change from synthesis to final layout is 69.3%.
- The busiest layer in global routing is met2.
- Yosys reports that the leading cell type by area covers under 10% of the netlist area.
- The finished cells cover 981 um2.
- The proportion of synthesized area in mux cells is 12.7%.
- Once placement finished, the instance area stood at 981 um2.
- For reference, full adder, half adder and majority cells occupy 0% of the area reported after synthesis.
- After floorplanning, the die was sized to cover 6400 um2.
- The final timing report lists a hold violation count of 0.
- The worst setup path startpoint is select[0].
- The global routing usage on met2 is a little under an eighth.
- The vertical die dimension is 80 um.
- The post-CTS setup repair buffer count is 0.
- The startpoint class of the critical path is a primary input.
- The number of pins with negative max-slew slack in the final report is 0.
- The remaining global-route overflow is 0.
- The wire-length estimate of the detail-placed layout is 2050 um.
- Adding up every negative setup slack in the final design gives 0 ns.
- The area of the synthesized netlist per yosys stat is 579 um2.
- The met3 routing resource usage after global routing is 1.14%.
- In this run the worst setup path terminates at q.
- Headroom to the max-slew limit came out at between 40% and 50%.
- The via count of the first global-routing pass was 806.
- STA classifies the critical path endpoint as a primary output.
- The remaining antenna violation count after routing is 0.
## routing by layer
metal	up-vias	wire (um)
li1	417	-
met1	364	1170
met2	35	1180
met3	0	166
met4	0	0
met5	-	0
## worst max-delay path, stage by stage
cell and delay (ns):
sky130_fd_sc_hd__clkdlybuf4s50_1 0.83, sky130_fd_sc_hd__nor3b_1 0.34, sky130_fd_sc_hd__nor4_1 0.31, sky130_fd_sc_hd__nor3_1 0.09, sky130_fd_sc_hd__a311oi_2 0.23, sky130_fd_sc_hd__o221ai_1 0.16, sky130_fd_sc_hd__a31oi_1 0.20, sky130_fd_sc_hd__clkdlybuf4s50_1 0.49
## area by class of cell
| class | instances | area, um2 | area share [%] |
|---|---|---|---|
| repair buffers | 39 | 390 | 39.8 |
| multi-input cells | 79 | 522 | 53.2 |
| well taps | 46 | 57.6 | 5.87 |
| inverters | 3 | 11.3 | 1.15 |
## cells in the mapped netlist
| cell | number |
|---|---|
| sky130_fd_sc_hd__a2111oi_0 | 1 |
| sky130_fd_sc_hd__a21oi_1 | 6 |
| sky130_fd_sc_hd__a221o_1 | 1 |
| sky130_fd_sc_hd__a2bb2oi_1 | 2 |
| sky130_fd_sc_hd__a311oi_1 | 1 |
| sky130_fd_sc_hd__a311oi_2 | 1 |
| sky130_fd_sc_hd__a31oi_1 | 3 |
| sky130_fd_sc_hd__and3_1 | 1 |
| sky130_fd_sc_hd__buf_2 | 4 |
| sky130_fd_sc_hd__buf_4 | 2 |
| sky130_fd_sc_hd__buf_6 | 1 |
| sky130_fd_sc_hd__inv_1 | 3 |
| sky130_fd_sc_hd__mux2_2 | 3 |
| sky130_fd_sc_hd__mux2i_1 | 4 |
| sky130_fd_sc_hd__nand2_1 | 6 |
| sky130_fd_sc_hd__nand2b_1 | 5 |
| sky130_fd_sc_hd__nand3_1 | 4 |
| sky130_fd_sc_hd__nand4b_1 | 2 |
| sky130_fd_sc_hd__nor2_1 | 7 |
| sky130_fd_sc_hd__nor2b_1 | 3 |
| sky130_fd_sc_hd__nor3_1 | 3 |
| sky130_fd_sc_hd__nor3b_1 | 2 |
| sky130_fd_sc_hd__nor4_1 | 2 |
| sky130_fd_sc_hd__nor4b_1 | 3 |
| sky130_fd_sc_hd__nor4bb_1 | 1 |
| sky130_fd_sc_hd__o2111ai_1 | 1 |
| sky130_fd_sc_hd__o211ai_1 | 3 |
| sky130_fd_sc_hd__o21ai_0 | 6 |
| sky130_fd_sc_hd__o21ai_1 | 1 |
| sky130_fd_sc_hd__o221ai_1 | 1 |
| sky130_fd_sc_hd__o22ai_1 | 3 |
| sky130_fd_sc_hd__o32ai_1 | 2 |
| sky130_fd_sc_hd__or2_1 | 1 |
## logic make-up after synthesis
| family | after synthesis |
|---|---|
| AND-OR/OR-AND | 32 |
| buffers and inverters | 10 |
| multiplexers | 7 |
| AND/OR/NAND/NOR | 40 |
## through the flow
stage | std cells | worst slack (ns) | power (mW) | hold slack (ns)
6_report | 167 | 1.89 | 0.0487 | 4.16
5_1_grt | 167 | 1.59 | 0.0532 | 4.26
4_1_cts | 167 | 1.86 | 0.0486 | 4.18
3_5_place_dp | 167 | 1.88 | 0.0483 | 4.17
3_3_place_gp | 167 | 1.91 | 0.0486 | 4.19
2_1_floorplan | 89 | 3.50 | 0.0226 | 3.22
## power breakdown
part / switching, mW / internal [mW]
sequential: 0 / 0
combinational: 0.0199 / 0.0288
clock: 0 / 0
## worst min-delay path by stage
stage | slack [ns] | to
5_1_grt | 4.26 | q
4_1_cts | 4.18 | q
6_report | 4.16 | q
No activity file was given, so power comes from the tool's default toggle rates.
